`run.sh`:
```
#!/bin/bash
# OpenROAD 26Q1-2900-gdf79404cd8, Yosys 0.63+post, stock flow scripts
make -C /OpenROAD-flow-scripts/flow DESIGN_CONFIG=/design/flow/config.mk WORK_HOME=/design/flow/orfs finish
```
`config.mk`:
```
export PLATFORM = sky130hd
export DESIGN_NAME = instructionRegister
export DESIGN_NICKNAME = instructionRegister
export VERILOG_FILES = /design/flow/design.v
export SDC_FILE = /design/flow/constraint.sdc
export NUM_CORES = 4
export LEC_CHECK = 1
export CORE_AREA = 10 10 109 109
export DIE_AREA = 0 0 119 119
```
`constraint.sdc`:
```
current_design instructionRegister

set clk_period 1.0
set clk_io_pct 0.2

create_clock -name clk0 -period $clk_period [get_ports {clk}]

set non_clock_inputs [all_inputs -no_clocks]
set_input_delay [expr $clk_period * $clk_io_pct] -clock clk0 $non_clock_inputs
set_output_delay [expr $clk_period * $clk_io_pct] -clock clk0 [all_outputs]
```
`design.v`:
```
module instructionRegister (
  input clk,
  input inon,
  input out1on,
  input [31:0] datain,  
  output [31:0] dataout1,  
  output [31:0] dataout2  
);
  assign dataou1 = out1on ? ireg : 32'bz;
  assign dataout2 = ireg;
  reg [31:0] ireg;
  always @ (posedge clk) begin
    if (inon) ireg <= datain;
  end
endmodule
```
==> results.py <==
# Metrics from the implementation run
metrics = {
    "route": {
        "ant_nets": 0,
        "antennaDiodeCount": 0,
        "first_pass_iters": 2,
        "viasPerCell": 2.48,
        "drtIter0Drc": 35,
        "routed_wl_um": 3370,
        "vias": 673,
        "drt-wirelength-per-cell_um": 12.4,
        "drc": 0,
    },
    "cells_and_area": {
        "top_regs": "ireg: 32 flops",
        "finalNonFillerCells": 271,
        "final_layout_size_suffix_gt1_share_pct": 29.0,
        "logic_area_um2": 120,
        "ff_latch_area_um2": 961,
        "largest_register_ffs": 32,
        "area_growth_pct": 52.8,
        "top_register": "ireg",
        "nFillCells": 1080,
        "fin_area_um2": 1840,
    },
    "clock_tree": {
        "clockRootBuffer": "clkbuf_8",
        "htree_levels": 2,
        "numCtsBuffers": 5,
        "cts_max_path_buffers": 2,
        "cts_tree": "done",
        "cts_hold_repair.buffers": 0,
        "post_cts_buffers": 0,
        "path_clk_slew_ns": 0.06,
        "cts_sinks": 32,
    },
    "run": {
        "warnings": 27,
        "cap_violations": 0,
    },
    "final_timing": {
        "maxSlewViolCount": 0,
        "rsz0062_at_grt": "true",
        "layout_min_cycle_time_ns": 0.970,
        "whs_ns": 0.481,
        "setup_ws_ns": 0.0297,
        "setup_violations": 0,
        "fmax_ghz": 1.03,
        "final-hold-violation-count": 0,
        "fin_crit_sh_pct": 97.0,
    },
    "synth": {
        "yosysCellCount": 65,
        "synth.top_cell.area_share_pct": 79.8,
        "synth_top_cell_by_area": "edfxtp_1",
        "async_flop_share_pct": 0,
        "yosys_warnings": 35,
        "yosys_area_um2": 1200,
        "synth_cell_type_count": 3,
        "avgSynthCellArea_um2": 18.5,
        "top_cells_by_area": "edfxtp_1 80%, buf_4 20%, conb_1 0.31%",
        "ys_top_cells_by_count": "32 x buf_4, 32 x edfxtp_1, 1 x conb_1",
        "netlist_area_um2": 1200,
        "synth-edff-count": 32,
        "synthCells": 65,
        "flop_cell": "edfxtp_1",
        "ys_seq_share_pct": 79.8,
        "ys_ff": 32,
    },
    "placement": {
        "dp_hpwl_um": 2900,
        "pre_cts_ws_ns": -0.252,
        "portBuffers": 65,
        "placed_area_um2": 1920,
        "placedCellCount": 263,
        "gp_congestion": 0.671,
    },
    "global_route": {
        "grt-ovfl-total": 0,
        "grt_pass1_vias": 764,
        "antenna_found_initial": 0,
        "grt_max_degree": 33,
        "grt_pass1_wl_um": 4850,
        "grt.total_usage_pct": 4.43,
    },
    "power": {
        "power_density_nw_per_um2": 1500,
        "p_leak_nw": 0.727,
        "report.power.total_mw": 2.76,
        "ir_drop_mv": 0.362,
    },
    "setup_path": {
        "end_kind": "output pin",
        "worst_path_largest_cell_delay_ns": 0.37,
        "critical_path_class": "reg2out",
        "crit_chain": "buf_2",
        "startpoint_type": "flop",
        "cp_top_family": "flip-flops",
        "crit_buf_inv": 1,
        "crit_fanout": 1,
        "cp.required_ns": 0.80,
        "worstPathArrival_ns": 0.77,
        "crit_slowest_cell": "edfxtp_1",
    },
    "floorplanning": {
        "chip_area_um2": 14200,
        "io_pins": 99,
        "row_count": 36,
        "coreArea_um2": 9640,
        "die_w_um": 119,
        "fp_util_pct": 12.5,
        "die-height_um": 119,
    },
    "worst_hold_path": {
        "hp-class": "in2reg",
    },
    "outcome": {
        "run_status": "finished, final reports clean",
    },
}
layer usage:
| metal | up-vias | global-route usage [%] | routed length [um] |
|---|---|---|---|
| met5 | - | 0 | 0 |
| li1 | 306 | - | - |
| met1 | 304 | 4.53 | 1180 |
| met2 | 58 | 7.47 | 1710 |
| met3 | 5 | 2.93 | 427 |
| met4 | 0 | 0.840 | 57 |
stage by stage:
step / setup TNS, ns / util (%)
floorplan: 0 / -
global placement: -7.85 / 19.9
detailed placement: -8.07 / 19.9
CTS: 0 / 19.1
global route: -0.158 / 19.1
finish: 0 / 19.1
area by class of cell:
| type | count | area share, % |
|---|---|---|
| Multi-Input combinational cell | 32 | 6.53 |
| Sequential cell | 32 | 52.2 |
| Tap cell | 133 | 9.04 |
| Timing Repair Buffer | 66 | 27.7 |
| Clock buffer | 5 | 3.74 |
| Clock inverter | 3 | 0.748 |
cell usage in the layout (no fill, tap or decap):
cell              n
buf_2            32
clkinv_2          2
clkbuf_8          5
edfxtp_1         32
clkdlybuf4s50_1  33
clkinv_1          1
buf_12            1
conb_1           32
final timing paths:
kind / from / to / slack [ns] / depth (start not counted)
max: ireg[11] / dataout2[11] / 0.03 / 1
min: datain[15] / ireg[15] / 0.48 / 1
power breakdown:
group	internal, mW	switching (mW)	leakage (nW)
clock	0.471	0.419	0.0453
sequential	1.59	0.0219	0.313
combinational	0.181	0.0755	0.368
total	2.24	0.516	0.727
repair_timing:
action	in CTS	in global routing
setup endpoints to repair	32	15
resized	107	0
hold endpoints to repair	0	0
logic make-up after synthesis:
logic type | after synthesis | share of synthesized area, %
buffers and inverters | 32 | 19.9
DFF | 32 | 79.8
other | 1 | 0.311
Power and IR drop assume default switching activity.
