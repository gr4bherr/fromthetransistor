==> config.mk <==
export PLATFORM = sky130hd
export DESIGN_NAME = addressRegister
export DESIGN_NICKNAME = addressRegister
export VERILOG_FILES = /design/flow/design.v
export SDC_FILE = /design/flow/constraint.sdc
export NUM_CORES = 4
export LEC_CHECK = 1
export CORE_AREA = 10 10 88 88
export DIE_AREA = 0 0 98 98
==> constraint.sdc <==
current_design addressRegister

set clk_period 1.0
set clk_io_pct 0.2

create_clock -name clk0 -period $clk_period [get_ports {clk}]

set non_clock_inputs [all_inputs -no_clocks]
set_input_delay [expr $clk_period * $clk_io_pct] -clock clk0 $non_clock_inputs
set_output_delay [expr $clk_period * $clk_io_pct] -clock clk0 [all_outputs]
==> design.v <==
module addressRegister (
  input clk,
  input write,
  input in1on,
  input in2on,
  input in3on,
  input out1on,
  input [31:0] in1,  
  input [31:0] in2,  
  input [31:0] in3,  
  output [31:0] out1,  
  output [31:0] out2  
);
  reg [31:0] areg;
  assign out1 = out1on ? areg : 32'bz;
  assign out2 = areg;
  always @ (posedge clk) begin
    if (in3on) areg <= in3;
    else areg <= in2;
  end
  initial begin
    areg <= 0;  
  end
  endmodule
==> run.sh <==
#!/bin/bash
# OpenROAD 26Q1-2900-gdf79404cd8, Yosys 0.63+post, stock flow scripts
make -C /OpenROAD-flow-scripts/flow DESIGN_CONFIG=/design/flow/config.mk WORK_HOME=/design/flow/orfs finish
==> flow_metrics.env <==
# yosys + openroad results
export IMPL_floorplan_core_util_pct=24.1
export IMPL_syn_inst=100
export IMPL_port_buffer_count=129
export IMPL_dr_first_iter_drc_count=8
export IMPL_largest_register="areg"
export IMPL_cts_buffers=5
export IMPL_clkTransAtPathRegs_ns=0.07
export IMPL_tightest_slew_ns=0.128
export IMPL_final_wirelength_um=4510
export IMPL_filler_cell_count=584
export IMPL_ys_flops=32
export IMPL_setup_violations=1
export IMPL_drt_wirelength_per_cell_um=16.1
export IMPL_die_width_um=98
export IMPL_m1WireLength_um=1550
export IMPL_die_y_extent_um=98
export IMPL_outcome="complete, but fails checks"
export IMPL_area_growth_from_synthesis_to_layout_pct=67.8
export IMPL_worst_hold_slack_ns=0.423
export IMPL_critical_path_slowest_cell="sky130_fd_sc_hd__dfxtp_2"
export IMPL_gr_total_overflow=0
export IMPL_netlist_cell_type_count=6
export IMPL_crit_type="register to primary output"
export IMPL_grt_first_pass_wirelength_um=6820
export IMPL_dieArea_um2=9600
export IMPL_yosys_stat_chipArea_um2=1430
export IMPL_ys_seq_share_pct=45.0
export IMPL_postLayoutCellArea_um2=2390
export IMPL_io_pin_count=166
export IMPL_post_layout_total_power_mw=3.30
export IMPL_cp_max_fo=2
export IMPL_clk_path_buf_depth=2
export IMPL_post_synth_instance_area_um2=1430
export IMPL_met3_wirelength_um=440
export IMPL_insertedDiodeCount=0
export IMPL_final_max_slew_viol_count=0
export IMPL_final_period_minus_worst_setup_slack_ns=1.01
export IMPL_clock_tree_from_tritoncts="done"
export IMPL_crit_path_frequent_cell="sky130_fd_sc_hd__buf_6"
export IMPL_overall_routing_resource_usage_pct=8.82
export IMPL_timing_critical_path_cells="buf_6 -> buf_6"
export IMPL_place_area_um2=2540
export IMPL_post_synth_top_area_cell="sky130_fd_sc_hd__dfxtp_1"
export IMPL_vdd_ir_drop_max_uv=423
export IMPL_path_buffers=2
export IMPL_core_rowCount=28
export IMPL_worst_endpoint_arrival_ns=0.81
export IMPL_reg_largest_list="areg (32)"
export IMPL_ant_nets=0
export IMPL_layout_worst_path_cycle_share_pct=101
export IMPL_total_leakage_power_nw=1.13
export IMPL_final_cells=280
export IMPL_grt_antenna_before_repair=0
export IMPL_power_density_nw_per_um2=1380
export IMPL_root_buffer="sky130_fd_sc_hd__clkbuf_8"
export IMPL_maximum_number_of_pins_on_one_net_before_global_route_repair=15
export IMPL_critical_path_depth=2
export IMPL_openroad_warnings=63
export IMPL_pre_cts_slack_ns=-0.0205
export IMPL_tritoncts_num_sinks=32
export IMPL_yosys_top_cells_area="sky130_fd_sc_hd__dfxtp_1, sky130_fd_sc_hd__mux2_4, sky130_fd_sc_hd__buf_4"
export IMPL_highest_signal_layer="met4"
export IMPL_finalHoldViolations=0
export IMPL_violations_in_the_final_reports="negative setup slack"
export IMPL_required_ns=0.80
export IMPL_worst_setup_path_endpoint="out1[3]"
export IMPL_max_freq_mhz=992
export IMPL_crit_path_max_incr_delay_ns=0.33
export IMPL_detail_route_first_pass_iterations=4
export IMPL_max_slew_margin_rel_pct=91.4
export IMPL_core_area_um2=5920
export IMPL_worst_path_dominant_cell_family="flip-flops"
export IMPL_via_per_inst=3.62
export IMPL_hp_start="in3on"
export IMPL_syn_mean_instance_area_um2=14.3
export IMPL_cp_start_kind="register"
export IMPL_core_util_final_pct=40.4
export IMPL_yosys_warnings=2
export IMPL_setup_worst_path_start="areg[3]"
export IMPL_grt_pass1_vias=1178
export IMPL_detailroute_wirelength_met2_um=2380
export IMPL_detailroute_via_count=1014
export IMPL_setup_slack_ns=-0.00843
export IMPL_placed_cells=271
export IMPL_drc=0
export IMPL_timing_setup_tns_ns=-0.00843
export IMPL_cap_viol_max_count=0
export IMPL_final_layout_size_suffix_gt1_share_pct=67.8
export IMPL_gp_routability_congestion=0.720
export IMPL_worstSetupEndpointType="primary output"
export IMPL_setup_repair_after_global_routing_missed_its_margin="true"
export IMPL_largest_register_ffs=32
export IMPL_ys_cells=100
export IMPL_detailed_place_hpwl_um=3910
export IMPL_clock_h_tree_levels=2
export IMPL_top_cell_area_share_pct=45.0
export IMPL_type_of_the_most_critical_hold_path="input port to register"
[final cells by class]
type | count | area, um2 | area share, %
multi-input cells | 32 | 473 | 19.8
clock buffers | 6 | 72.6 | 3.04
clock inverters | 2 | 35.0 | 1.47
well taps | 75 | 93.8 | 3.92
flip-flops and latches | 32 | 681 | 28.5
repair buffers | 133 | 1040 | 43.3
[layout by cell type, fill, tap and decap left out]
cell type / Yosys / final
sky130_fd_sc_hd__buf_12: 3 / 2
sky130_fd_sc_hd__buf_2: 0 / 19
sky130_fd_sc_hd__buf_4: 32 / 1
sky130_fd_sc_hd__buf_6: 1 / 2
sky130_fd_sc_hd__bufinv_16: 0 / 1
sky130_fd_sc_hd__clkbuf_1: 0 / 1
sky130_fd_sc_hd__clkbuf_2: 0 / 44
sky130_fd_sc_hd__clkbuf_8: 0 / 5
sky130_fd_sc_hd__clkdlybuf4s15_1: 0 / 1
sky130_fd_sc_hd__clkdlybuf4s50_1: 0 / 64
sky130_fd_sc_hd__clkinv_2: 0 / 1
sky130_fd_sc_hd__dfxtp_2: 0 / 32
sky130_fd_sc_hd__mux2_2: 2 / 2
sky130_fd_sc_hd__mux2_4: 30 / 30
[what timing repair did]
action,CTS,global route
hold buffers,0,0
setup buffers,1,0
resized,179,46
pin swaps,0,0
endpoints found under the hold margin,0,0
setup endpoints to repair,64,45
[worst min-delay path, stage by stage]
cell                     delay, ns
sky130_fd_sc_hd__buf_2        0.15
sky130_fd_sc_hd__buf_4        0.18
sky130_fd_sc_hd__mux2_4       0.15
[logic make-up (layout without fill, tap and decap cells)]
family                 count (synthesis)  count (layout)  synth area share, %
buffers and inverters                 36             141                 21.9
muxes                                 32              32                 33.2
DFF                                   32              32                 45.0
[metal layers]
layer  GRT usage, %  vias up
met5              0        -
li1               -      504
met2           16.1       59
met4           2.35        0
met1           8.51      442
met3           4.41        9
[synthesized netlist by cell type]
master,number
sky130_fd_sc_hd__buf_4,32
sky130_fd_sc_hd__dfxtp_1,32
sky130_fd_sc_hd__mux2_4,30
sky130_fd_sc_hd__buf_12,3
sky130_fd_sc_hd__mux2_2,2
sky130_fd_sc_hd__buf_6,1
[power by group]
group          switching, mW  internal (mW)  total (mW)
Combinational          0.128          0.515       0.643
Clock                  0.463          0.739        1.20
Sequential            0.0509           1.40        1.45
Total                  0.642           2.65        3.30
[worst min path at each step]
stage / to / slack (ns) / cells after the start
CTS: areg[5] / 0.41 / 3
global route: areg[0] / 0.43 / 3
finish: areg[5] / 0.42 / 3
