==> flow/design.v <==
module reciever (
  input clk, 
  input rx
);
  parameter datasize = 8;
  parameter samplerate = 16;
  reg [7:0] rreg;
  reg [7:0] cnt;
  reg recieve = 0;
  always @ (posedge clk) begin
    if (rx == 0 & recieve == 0) begin
      recieve <= 1;
      cnt <= 0;
    end
    if (recieve) begin
      if (cnt == samplerate * (datasize + 1)) recieve <= 0;
      else cnt <= cnt + 1;
      if (cnt % samplerate == samplerate / 2) rreg <= rreg << 1 | rx;
    end
  end
endmodule
module transmitter (
  input clk,
  input transmit,
  output tx
);
  parameter datasize = 8;
  parameter samplerate = 16;
  reg [7:0] cnt = 0;
  reg [7:0] txreg;
  reg transon;
  reg [7:0] num = 8'haa;  
  assign tx = txreg;
  always @ (posedge clk) begin
    if (transmit) transon <= 1;
    if (transon) begin
      cnt <= cnt + 1;
      if (cnt % samplerate == 0) begin
        case (cnt / samplerate)
          0: txreg <= 0;
          1: txreg <= num[7];
          2: txreg <= num[6];
          3: txreg <= num[5];
          4: txreg <= num[4];
          5: txreg <= num[3];
          6: txreg <= num[2];
          7: txreg <= num[1];
          8: txreg <= num[0];
          9: begin
            txreg <= 1;
            cnt <= 0;
            transon <= 0;
          end
        endcase
      end
    end
  end
endmodule
module uart (
  input transon,
  input clk,
  input rx,
  output tx
);
  reciever recieverModule (.clk(clk), .rx(rx));
  transmitter transmitterModule (.clk(clk), .transmit(transon), .tx(tx));
endmodule
==> flow/run.sh <==
#!/bin/bash
# OpenROAD 26Q1-2900-gdf79404cd8, Yosys 0.63+post, stock flow scripts
make -C /OpenROAD-flow-scripts/flow DESIGN_CONFIG=/design/flow/config.mk WORK_HOME=/design/flow/orfs finish
==> flow/config.mk <==
export PLATFORM = sky130hd
export DESIGN_NAME = uart
export DESIGN_NICKNAME = uart
export VERILOG_FILES = /design/flow/design.v
export SDC_FILE = /design/flow/constraint.sdc
export NUM_CORES = 4
export LEC_CHECK = 1
export CORE_AREA = 10 10 70 70
export DIE_AREA = 0 0 80 80
==> flow/constraint.sdc <==
current_design uart

set clk_period 2.7
set clk_io_pct 0.2

create_clock -name clk0 -period $clk_period [get_ports {clk}]

set non_clock_inputs [all_inputs -no_clocks]
set_input_delay [expr $clk_period * $clk_io_pct] -clock clk0 $non_clock_inputs
set_output_delay [expr $clk_period * $clk_io_pct] -clock clk0 [all_outputs]
==> flow_summary.ini <==
; yosys + openroad results
[timing]
rsz0062_at_grt = false
finClkSkew_ns = 0.00763
tns_ns = 0
max_slew.worst_pin.slew_ns = 0.468
hold_violations = 0
relSlewSlack_pct = 68.8
final.setup.worst_slack_ns = 0.859
period_used_pct = 68.2
fmax_ghz = 0.543
setup_violations = 0
drv_slew = 0
post-route-min-period_ns = 1.84

[grt]
grt_antenna_before_repair = 0
grt_pass1_vias = 299
grt_max_degree = 12
track_usage_pct = 2.56
grt_pass1_wl_um = 1340
grt-ovfl-total = 0

[logic_synthesis]
synth_cells = 41
async_reset_ff_share_pct = 0
yosysCellCount = 41
synth_flops = 10
syn_avg_cell_area_um2 = 12.4
yosys.area.top_type = edfxtp_1
edf_count = 9
yosys_warnings = 2
top_cells_by_area = edfxtp_1 53%, xnor2_1 6.9%, ha_1 4.9%
ff_type = edfxtp_1
yosysMostFrequentCell = edfxtp_1
synthesis.area_um2 = 507
top_cells_by_count = 9 x edfxtp_1, 5 x nor2_1, 4 x nand2_1, 4 x xnor2_1, 3 x nand3_1
ys_area_um2 = 507
postSynthSeqShare_pct = 57.3
top_cell_area_share_pct = 53.3
synth_cell_types = 19

[placement]
dp_slack_ns = 0.864
post_dp_cell_area_um2 = 584
dp_hpwl_um = 563
io_buffers = 2
gp_congestion = 0.740

[status]
outcome = finished, final reports clean

[worst_hold_path]
hold_class = reg -> reg

[route]
post_drt_wl_per_cell_um = 8.40
vias_per_cell = 3.37
dr.pass1.iters = 4
num_vias = 313
wl_um = 781
ant_nets = 0
first_iter_violations = 8
drcViolationCount = 0
antenna-diode-count = 0

[clocking]
hold_buffers = 0
post_cts_buffers = 0
cts.clk_slew.worst_paths_ns = 0.06
cts-root-buf = clkbuf_4
cts_max_path_buffers = 2
cts_max_level = 1
worstSkewPairLatency_ns = 0.27
cts_tree = done
numCtsBuffers = 3
cts_resized = 0
clock-sinks = 10

[worst_setup_path]
cp-start-kind = register
cp_max_fo = 6
required_ns = 2.69
slowest_stage = edfxtp_1
cp-end-kind = register
worstPathArrival_ns = 1.84
cpPeakStageDelay_ns = 0.46
critical_path_class = reg -> reg
crit_chain = inv_1 > ha_1 > or3b_4 > nor4_4 > a211oi_1

[die]
fp_util_pct = 14.8
row_count = 21
core_area_mm2 = 0.00342
die-area_mm2 = 0.00640
die_w_um = 80
fp.dieH_um = 80
io_pins = 4

[flow_run]
warnings = 27
cap_violations = 0

[power]
peakVddDrop_mv = 0.432
finalPower_w = 0.000655
p_leak_nw = 0.209
powerDensity_mw_per_mm2 = 1070

[layout]
final_cell_area_um2 = 611
area_growth_pct = 20.5
drive_gt1_share_pct = 17.0
## state kept, by name, summed over array words and instances (netlist names)
name                       flops
transmitterModule.cnt          8
transmitterModule.transon      1
transmitterModule.txreg        1
## routing by layer
metal	global-route usage, %	share of wire, %	vias up
met5	0	0	-
met4	0.352	1.0	0
met3	1.82	8.2	2
met2	3.29	41	6
met1	3.47	49	145
li1	-	-	160
## power breakdown
group / total (W) / switching, W / internal [W]
clock network: 0.000107 / 0.0000498 / 0.0000570
logic: 0.000179 / 0.0000807 / 0.0000985
registers: 0.000369 / 0.0000950 / 0.000274
total: 0.000655 / 0.000226 / 0.000429
## cell type report
type | instances | area [µm²]
Clock buffer | 4 | 26.3
Fill cell | 390 | 2810
Inverter | 2 | 7.51
Multi-Input combinational cell | 29 | 209
Sequential cell | 10 | 290
Tap cell | 46 | 57.6
Timing Repair Buffer | 2 | 20.0
## final timing paths
| kind | start | endpoint | slack (ns) | cells after the start |
|---|---|---|---|---|
| setup / recovery | transmitterModule.cnt[0] | transmitterModule.cnt[7] | 0.86 | 5 |
| hold / removal | transmitterModule.transon | transmitterModule.transon | 0.66 | 1 |
| setup reg to reg | transmitterModule.cnt[0] | transmitterModule.cnt[7] | 0.86 | 5 |
| hold reg to reg | transmitterModule.transon | transmitterModule.transon | 0.66 | 1 |
## logic make-up after synthesis
logic type / synth area share, %
flops: 57.3
compound gates: 5.93
simple gates: 21.7
buf+inv: 1.48
xor+xnor: 8.64
fa+ha+maj: 4.94
## worst max-delay path: cells and delay by family, from the launching register on
family | cells | cell delay, ns
AOI/OAI and AO/OA | 1 | 0.08
adders and majority gates | 1 | 0.15
buffers and inverters | 1 | 0.11
DFF | 1 | 0.46
and+or+nand+nor | 2 | 0.77
## through the flow
stage               cells  hold WS (ns)  util [%]
floorplan              41         0.567         -
global placement       89         0.627      17.1
detailed placement     89         0.637      17.1
CTS                    93         0.665      17.9
global route           93         0.695      17.9
finish                 93         0.657      17.9
## cell usage in the layout, fill, tap and decap left out, drive strengths merged
cell,netlist,final
or3b,1,1
nor4,1,1
edfxtp,9,9
a21oi,1,1
xor2,1,1
nand2,4,4
inv,2,2
a41oi,1,1
dfxtp,1,1
o21ai,1,1
ha,2,2
nor2,5,5
and2,1,1
nand3,3,3
xnor2,4,4
clkbuf,0,4
and3,1,1
a211oi,1,1
and4,1,1
clkdlybuf4s50,0,2
nor3,1,1
Power figures rest on the tool's default switching activity, not on a simulated workload.
